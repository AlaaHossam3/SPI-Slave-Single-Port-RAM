==> flow/config.mk <==
export PLATFORM = sky130hd
export DESIGN_NAME = RAM
export DESIGN_NICKNAME = RAM
export VERILOG_FILES = /design/flow/design.v
export SDC_FILE = /design/flow/constraint.sdc
export NUM_CORES = 4
export LEC_CHECK = 1
export CORE_UTILIZATION = 30
==> flow/run.sh <==
#!/bin/bash
# OpenROAD 26Q1-2900-gdf79404cd8, Yosys 0.63+post, stock flow scripts
make -C /OpenROAD-flow-scripts/flow DESIGN_CONFIG=/design/flow/config.mk WORK_HOME=/design/flow/orfs finish
==> flow/constraint.sdc <==
current_design RAM

set clk_period 37.5
set clk_io_pct 0.2

create_clock -name clk0 -period $clk_period [get_ports {clk}]

set non_clock_inputs [all_inputs -no_clocks]
set_input_delay [expr $clk_period * $clk_io_pct] -clock clk0 $non_clock_inputs
set_output_delay [expr $clk_period * $clk_io_pct] -clock clk0 [all_outputs]
==> flow/design.v <==
module RAM ( Din, rx_valid, clk, rst_n, Dout, tx_valid);
    parameter MEM_DEPTH   = 256;
    parameter ADDR_SIZE   = 8;
    localparam WRITE_ADD  = 2'b00;
    localparam WRITE_DATA = 2'b01;
    localparam READ_ADD   = 2'b10;
    localparam READ_DATA  = 2'b11;
    input [9:0] Din;
    input rx_valid, clk, rst_n;
    output reg [7:0] Dout;
    output reg tx_valid;
    reg [ADDR_SIZE-1:0] addr_wr, addr_rd;
    reg [7:0] mem[MEM_DEPTH-1:0];
    always @(posedge clk) begin
        if(~rst_n) begin
            Dout     <= 0;
            tx_valid <= 0;
            addr_wr  <= 0;
            addr_rd  <= 0;
        end
        else begin
            case (Din[9:8])
                WRITE_ADD:  if (rx_valid) begin
                    addr_wr  <=  Din[7:0];
                    tx_valid <= 0;
                end
                WRITE_DATA: if (rx_valid) begin
                    mem[addr_wr] <= Din[7:0];
                    tx_valid     <= 0;
                end
                READ_ADD: if (rx_valid) begin
                    addr_rd  <= Din[7:0];
                    tx_valid <= 0;
                end
                READ_DATA: begin
                    Dout     <= mem[addr_rd];
                    tx_valid <= 1;
                end
            endcase
        end
    end
endmodule
==> flow_summary.yaml <==
# flow metrics
critical_path:
  path_cells: "clkdlybuf4s50_1 > buf_4 > and4b_1 > buf_4 > nor3b_1 > nand2_1 > buf_4 > nor2_1"
  slowest_stage: "nand2_1"
  endpoint_kind: "flip-flop"
  crit_required_ns: 37.96
  cpMostUsedCell: "buf_4"
  crit_arrival_ns: 11.12
  path_max_fanout: 21
  max_stage_delay_ns: 0.74
  crit_buf_inv: 4
  critPathTopFamily: "simple AND/OR/NAND/NOR gates"
  critical_path_class: "in2reg"
  start_kind: "input pin"
die:
  die-area_um2: 271000
  fp_util_pct: 30.2
  coreArea_um2: 268000
  num_rows: 190
  io_pins: 22
  die_h_um: 521
  die_x_um: 521
cts:
  clk_path_buf_depth: 3
  postCtsSetupBuffers: 0
  numCtsBuffers: 196
  cts_tree: "yes"
  clock_latency_ns: 0.86
  root_buffer: "clkbuf_16"
  cts_hold_buf: 0
  cts_max_level: 4
  cts_resized: 0
  clkSlewWorstSetupHoldPaths_ns: 0.07
  cts_sinks: 2073
synthesis:
  syn_inst: 3852
  top_area_cell: "edfxtp_1"
  syn_area_um2: 80800
  most_common_cell: "edfxtp_1"
  synth-seq-cells: 2073
  synth_cell_type_count: 79
  yosys_area_um2: 80800
  top_cells_by_area: "edfxtp_1 76%, mux4_2 13%, mux2i_1 2.2%"
  synth_warnings: 1
  ys_seq_share_pct: 76.8
  top_cells_by_count: "2048 x edfxtp_1, 460 x mux4_2, 301 x nor2_1, 178 x mux2i_1, 102 x nand2_1"
  syn_area_per_cell_um2: 21.0
  synth_top_area_share_pct: 76.1
  yosysCellCount: 3852
  flop_cell: "edfxtp_1"
  edf_count: 2048
  async_flop_share_pct: 0
sta:
  max-slew-margin-rel_pct: 29.6
  hold_viol_final: 0
  min_period_ns: 10.66
  rsz0062_at_grt: "no"
  fmax_mhz: 93.8
  clock_skew_ns: 0.0394
  holdWs_ns: 0.492
  tightest_slew_ns: 1.05
  setup_violations: 0
  period_used_pct: 28.4
  finalMaxSlewViolations: 0
  fin_ws_ns: 26.84
  finalSetupTns_ns: 0
flow_run:
  drv_cap: 0
  warning_count: 29
global_route:
  overflow: 0
  grtUsageTotal_pct: 17.3
  grt_pass1_wl_um: 313000
  antenna_found_initial: 4
  grt_max_degree: 108
  grt_pass1_vias: 44700
placed_design:
  place.gp.congestion: 0.929
  dp.cells: 7337
  pre_cts_ws_ns: 26.02
  hpwlAfterDp_um: 135000
  io_buffers: 21
drt:
  initialDrtViolationCount: 3208
  drc: 0
  vias_per_cell: 5.11
  drt_first_pass_iters: 6
  ant_nets: 0
  num_vias: 39400
  wl_per_cell_um: 28.1
  routed_wl_um: 217000
pwr:
  ir_worst_vdd_v: 0.0000385
  p_per_area_nw_per_um2: 51.7
  leakage_nw: 26.9
finish:
  area_growth_pct: 13.5
  register_area_um2: 62000
  drive_above_1_share_pct: 22.6
  fin_util_pct: 34.2
  fillers: 24500
  final_cells: 7713
  logic_area_um2: 17200
status:
  outcome: "finished, final reports clean"
worst_hold_path:
  hold_class: "reg2reg"
-- metal layers --
layer / vias to the layer above / GRT usage [%] / part of all wire (%)
met1: 20000 / 18.0 / 31
met5: - / 1.40 / 0.23
met3: 395 / 13.5 / 17
li1: 16400 / - / -
met2: 2667 / 26.3 / 48
met4: 16 / 5.90 / 4.2
-- sequential cells by signal, summed over array words and instances, names as in the netlist --
register and cells:
Dout 8, addr_rd 8, addr_wr 8, mem 2048
tx_valid 1
-- placed cells by master, fill, tap and decap left out, types with 5 or more instances in the layout --
cell type        netlist  final
a221oi_1              10     10
clkbuf_16              0    199
nor4_1                14     11
o21ai_1               13     13
clkbuf_8               0     15
nand3_1               47     47
a22oi_1               28     28
a211oi_1              21     21
a22o_1                 8      8
and2_1                13     12
inv_6                  0      5
clkinvlp_4             0      9
clkbuf_1              92     43
nand2b_1               7      5
nor2b_1               27     25
mux4_2               460    460
clkinv_2               0     34
o22ai_1               78     78
nor3_1                19     19
clkinv_8               0      5
edfxtp_1            2048   2048
nand4_1               13     13
clkinv_4               0      7
o211ai_1               9      9
a32o_1                 5      5
mux2i_1              178    178
clkdlybuf4s50_1        0     13
clkinv_1               1     34
dfxtp_1               25     20
a21oi_1               40     40
nand2_1              102    102
o221ai_1              42     42
o21ai_0               17     17
bufinv_16              0     24
buf_4                 25    142
diode_2                0      6
nor2_1               301    300
-- worst paths after layout --
kind / depth (start not counted) / endpoint / slack [ns] / start
min: 2 / tx_valid / 0.49 / tx_valid
max: 8 / mem[41][5] / 26.84 / rst_n
min reg2reg: 2 / tx_valid / 0.49 / tx_valid
max reg2reg: 12 / Dout[6] / 31.15 / addr_rd[0]
-- metrics by stage --
stage | cell area (um2) | power [W]
2_1_floorplan | 80800 | 0.00268
3_3_place_gp | 85100 | 0.00277
3_5_place_dp | 85100 | 0.00277
4_1_cts | 91700 | 0.00478
5_1_grt | 91700 | 0.00487
6_report | 91700 | 0.00474
-- layout make-up --
cell class                 count  share of cell area (%)
timing repair buffer         166                    1.49
antenna                        6                  0.0164
sequential                  2073                    67.6
clock inverter               121                    1.50
inverter                       6                  0.0300
clock buffer                 249                    5.71
tap                         3552                    4.85
multi-input combinational   1540                    18.8
-- kinds of logic after synthesis --
group	synth area share, %
buf+inv	2.02
simple gates	3.10
mux	15.2
flops	76.8
compound gates	2.92
-- worst min-delay path: stages, from the launching register on --
cell      delay (ns)
dfxtp_1         0.31
nand2b_1        0.06
a21boi_0        0.07
-- report_power, final --
group / internal, W / total (W) / switching, W
clock: 0.00116 / 0.00202 / 0.000860
sequential: 0.00255 / 0.00255 / 0.00000566
combinational: 0.0000510 / 0.000167 / 0.000116
Power figures rest on the tool's default switching activity, not on a simulated workload.
